[design/flow/config.mk]
export PLATFORM = sky130hd
export DESIGN_NAME = step0_num_counter
export DESIGN_NICKNAME = step0_num_counter
export VERILOG_FILES = /design/flow/design.v
export SDC_FILE = /design/flow/constraint.sdc
export NUM_CORES = 4
export LEC_CHECK = 1
export CORE_AREA = 10 10 70 70
export DIE_AREA = 0 0 80 80
[design/flow/constraint.sdc]
current_design step0_num_counter

set clk_period 1.2
set clk_io_pct 0.2

create_clock -name clk0 -period $clk_period [get_ports {clk}]

set non_clock_inputs [all_inputs -no_clocks]
set_input_delay [expr $clk_period * $clk_io_pct] -clock clk0 $non_clock_inputs
set_output_delay [expr $clk_period * $clk_io_pct] -clock clk0 [all_outputs]
[design/flow/design.v]
`timescale 1ns/1ps
module num_counter #(
    parameter NUM = 16
)  (
    input clk,
    input rst,
    input valid,
    output logic bfly_enable
);
    logic [$clog2(NUM) - 1:0] cnt;
    always @(posedge clk or negedge rst) begin
        if(~rst) begin
            cnt <= 0;
            bfly_enable <= 0;
        end else if (valid) begin
            if(cnt == NUM - 1) begin
                cnt <= 0;
                bfly_enable <= 1;
            end else begin
                cnt <= cnt + 1;
            end
        end
    end
endmodule
module step0_num_counter #(
    parameter NUM = 16
)(
    input  logic clk,
    input  logic rst,
    input  logic valid,
    output logic bfly_add_sub_en,
    output logic bfly_mul_en
);
    logic [$clog2(NUM)-1:0] cnt;
    logic cnt_enable;
    logic add_sub_flag, mul_flag;
    assign cnt_enable = valid | bfly_add_sub_en;
    always_ff @(posedge clk or negedge rst) begin
        if (~rst) begin
            cnt <= 0;
            bfly_add_sub_en <= 0;
            bfly_mul_en <= 0;
            add_sub_flag <= 0;
            mul_flag <= 0;
        end else begin
            if (cnt_enable) begin
                if ((add_sub_flag == 0) && (cnt == NUM - 1)) begin
                    cnt <= 0;
                    bfly_add_sub_en <= 1;
                    add_sub_flag <= 1;
                end else if ((add_sub_flag == 1) && (cnt == NUM - 1)) begin
                    bfly_add_sub_en <= 0;
                    add_sub_flag <= 0;
                    cnt <= 0;
                end else begin
                    cnt <= cnt + 1;
                end
            end
            bfly_mul_en <= bfly_add_sub_en;
        end
    end
endmodule
module step1_num_counter #(
    parameter NUM = 4
)  (
    input clk,
    input rst,
    input valid,
    output logic bfly_add_sub_enable,
    output logic bfly_mul_enable,
    output logic [1:0] shift_type
);
    logic [$clog2(NUM) - 1:0] cnt;
    logic cnt_enable;
    logic cnt_flag;
    assign cnt_enable = cnt_flag | (shift_type > 1);
    always @(posedge clk or negedge rst) begin
        if(~rst) begin
            cnt <= 0;
            shift_type <= 0;
            cnt_flag <= 0;
            bfly_add_sub_enable <= 0;
            bfly_mul_enable <= 0;
        end else begin
            if (cnt_enable) begin
                case (shift_type)
                    2'd0: begin
                        if (cnt == NUM - 1) begin
                            cnt <= 0;
                            bfly_add_sub_enable <= 1;
                            shift_type <= 2'd1;
                        end else begin
                            cnt <= cnt + 1;
                        end
                    end
                    2'd1: begin
                        if (cnt == NUM - 1) begin
                            cnt <= 0;
                            bfly_add_sub_enable <= 0;
                            shift_type <= 2'd2;
                        end else begin
                            cnt <= cnt + 1;
                        end
                    end
                    2'd2: begin
                        if (cnt == NUM - 1) begin
                            cnt <= 0;
                            bfly_add_sub_enable <= 1;
                            shift_type <= 2'd3;
                        end else begin
                            cnt <= cnt + 1;
                        end
                    end
                    2'd3: begin
                        if (cnt == NUM - 1) begin
                            cnt <= 0;
                            bfly_add_sub_enable <= 0;
                            shift_type <= 2'd0;
                        end else begin
                            cnt <= cnt + 1;
                        end
                    end
                    default: begin
                        cnt <= 0;
                        bfly_add_sub_enable <= 0;
                        shift_type <= 2'd0;
                    end
                endcase
            end
            if(bfly_add_sub_enable) begin
                bfly_mul_enable <= 1;
            end else begin
                bfly_mul_enable <= 0;
            end
            if (valid) begin
                cnt_flag <= 1;
            end else begin
                cnt_flag <= 0;
            end
        end
    end
endmodule
module step_num_counter #(
    parameter NUM = 4
)  (
    input clk,
    input rst,
    input valid,
    output logic bfly_add_sub_enable,
    output logic bfly_mul_enable,
    output logic [1:0] shift_type
);
    logic [$clog2(NUM) - 1:0] cnt;
    logic cnt_enable;
    logic cnt_flag;
    assign cnt_enable = cnt_flag | (shift_type > 1);
    always @(posedge clk or negedge rst) begin
        if(~rst) begin
            cnt <= 0;
            shift_type <= 0;
            cnt_flag <= 0;
            bfly_add_sub_enable <= 0;
            bfly_mul_enable <= 0;
        end else begin
            if (cnt_enable) begin
                case (shift_type)
                    2'd0: begin
                        if (cnt == NUM - 1) begin
                            cnt <= 0;
                            bfly_add_sub_enable <= 1;
                            shift_type <= 2'd1;
                        end else begin
                            cnt <= cnt + 1;
                        end
                    end
                    2'd1: begin
                        if (cnt == NUM - 1) begin
                            cnt <= 0;
                            bfly_add_sub_enable <= 0;
                            shift_type <= 2'd2;
                        end else begin
                            cnt <= cnt + 1;
                        end
                    end
                    2'd2: begin
                        if (cnt == NUM - 1) begin
                            cnt <= 0;
                            bfly_add_sub_enable <= 1;
                            shift_type <= 2'd3;
                        end else begin
                            cnt <= cnt + 1;
                        end
                    end
                    2'd3: begin
                        if (cnt == NUM - 1) begin
                            cnt <= 0;
                            bfly_add_sub_enable <= 0;
                            shift_type <= 2'd0;
                        end else begin
                            cnt <= cnt + 1;
                        end
                    end
                    default: begin
                        cnt <= 0;
                        bfly_add_sub_enable <= 0;
                        shift_type <= 2'd0;
                    end
                endcase
            end
            if(bfly_add_sub_enable) begin
                bfly_mul_enable <= 1;
            end else begin
                bfly_mul_enable <= 0;
            end
            if (valid) begin
                cnt_flag <= 1;
            end else begin
                cnt_flag <= 0;
            end
        end
    end
endmodule
module cbfp_num_counter #(
    parameter NUM = 4
)  (
    input clk,
    input rst,
    input valid,
    output logic bfly_add_sub_enable,
    output logic bfly_mul_enable,
    output logic [1:0] shift_type
);
    logic [$clog2(NUM) - 1:0] cnt;
    logic cnt_enable;
    logic mul_flag, cnt_flag;
    assign cnt_enable = cnt_flag | (shift_type > 1);
    always @(posedge clk or negedge rst) begin
        if(~rst) begin
            cnt <= 0;
            shift_type <= 0;
            mul_flag <= 0;
            cnt_flag <= 0;
            bfly_add_sub_enable <= 0;
            bfly_mul_enable <= 0;
        end else begin
            if (cnt_enable) begin
                case (shift_type)
                    2'd0: begin
                        if (cnt == NUM - 1) begin
                            cnt <= 0;
                            bfly_add_sub_enable <= 1;
                            shift_type <= 2'd1;
                        end else begin
                            cnt <= cnt + 1;
                        end
                    end
                    2'd1: begin
                        if (cnt == NUM - 1) begin
                            cnt <= 0;
                            bfly_add_sub_enable <= 0;
                            shift_type <= 2'd2;
                        end else begin
                            cnt <= cnt + 1;
                        end
                    end
                    2'd2: begin
                        if (cnt == NUM - 1) begin
                            cnt <= 0;
                            bfly_add_sub_enable <= 1;
                            shift_type <= 2'd3;
                        end else begin
                            cnt <= cnt + 1;
                        end
                    end
                    2'd3: begin
                        if (cnt == NUM - 1) begin
                            cnt <= 0;
                            bfly_add_sub_enable <= 0;
                            shift_type <= 2'd0;
                        end else begin
                            cnt <= cnt + 1;
                        end
                    end
                    default: begin
                        cnt <= 0;
                        bfly_add_sub_enable <= 0;
                        shift_type <= 2'd0;
                    end
                endcase
            end
            if((mul_flag == 0) && (bfly_add_sub_enable == 1)) begin
                mul_flag <= 1;
                bfly_mul_enable <= 1;
            end else if ((mul_flag == 1) && (bfly_add_sub_enable == 0)) begin
                mul_flag <= 0;
                bfly_mul_enable <= 0;
            end 
            if (valid) begin
                cnt_flag <= 1;
            end else begin
                cnt_flag <= 0;
            end
        end
    end
endmodule
module step10_num_counter #(
    parameter NUM = 16
)(
    input  logic clk,
    input  logic rst,
    input  logic valid,
    output logic bfly_add_sub_en,
    output logic bfly_mul_en
);
    logic [$clog2(NUM)-1:0] cnt;
    logic cnt_enable;
    logic add_sub_flag, mul_flag;
    assign cnt_enable = valid | bfly_add_sub_en;
    always_ff @(posedge clk or negedge rst) begin
        if (~rst) begin
            cnt <= 0;
            bfly_add_sub_en <= 0;
            bfly_mul_en <= 0;
            add_sub_flag <= 0;
            mul_flag <= 0;
        end else begin
            if (cnt_enable) begin
                if ((add_sub_flag == 0) && (cnt == NUM - 1)) begin
                    cnt <= 0;
                    bfly_add_sub_en <= 1;
                    add_sub_flag <= 1;
                end else if ((add_sub_flag == 1) && (cnt == NUM - 1)) begin
                    bfly_add_sub_en <= 0;
		    add_sub_flag <= 0;
		    cnt <= 0;
                end else begin
                    cnt <= cnt + 1;
                end
            end
            if((mul_flag == 0) && (bfly_add_sub_en == 1)) begin
                mul_flag <= 1;
                bfly_mul_en <= 1;
            end else if ((mul_flag == 1) && (bfly_add_sub_en == 0)) begin
                mul_flag <= 0;
                bfly_mul_en <= 0;
            end
        end
    end
endmodule
[design/flow/run.sh]
#!/bin/bash
# OpenROAD 26Q1-2900-gdf79404cd8, Yosys 0.63+post, stock flow scripts
make -C /OpenROAD-flow-scripts/flow DESIGN_CONFIG=/design/flow/config.mk WORK_HOME=/design/flow/orfs finish
==> qor_table.md <==
| Metric | This run | Unit |
|:---|:---|:---|
| Latency at later pin | 0.24 | ns |
| DRT iter0 DRCs | 1 | - |
| Leakage | 0.162 | nW |
| M1 GR Usage | 0.0174 | - |
| Chip area estimate from yosys synthesis | 256 | µm² |
| Worst flop-to-flop path endpoint | cnt[1] | - |
| Share of the core filled by cells before placement | 0.0751 | - |
| Core Footprint | 0.00342 | mm² |
| Fraction of synthesis flops using an asynchronous set or reset pin | 1.00 | - |
| Reg2Reg Setup Slack | 0.1 | ns |
| Maximum net fanout on the critical path | 3 | - |
| Global-route wire length before repair | 869 | µm |
| Finished Layout Cells | 78 | - |
| Data arrival at the endpoint of the critical path | 1.23 | ns |
| Post-synth cell types | 14 | - |
| Routability congestion estimate from global placement | 0.823 | - |
| Met2 track demand over resource in global routing | 0.0273 | - |
| Routed wirelength normalized by instance count | 6.46 | µm |
| Global-route congestion overflow total | 0 | - |
| Remaining number of nets flagged by the antenna check after routing | 0 | - |
| Pin count of the biggest net entering global routing | 7 | - |
| GR Util All Layers | 0.0160 | - |
| FP Rows | 21 | - |
| Sequential share of the synthesized area | 0.585 | - |
| Area contributors post-synth | dfrtp_1 59%, o21ai_0 5.9%, ha_1 4.9% | - |
| FF+latch count, synth | 6 | - |
| Post-route DRC | 0 | - |
| Die span in x | 80 | µm |
| Clock buffers created by TritonCTS | 3 | - |
| Endpoint class of the critical path | flop | - |
| Hold-fix buffer count after cts | 0 | - |
| Logic depth of the worst register-to-register path | 3 | - |
| Number of buffers on the longest clock path | 2 | - |
| Post-Synthesis Mean Instance Area | 11.7 | µm² |
| Setup TNS | 0 | ns |
| Final Slew Violations | 0 | - |
| Total count of hold-check failures in the final report | 0 | - |
| Worst-case headroom to the max-slew limit | 0.821 | - |
| Register clock-pin slew on the reported worst setup and hold paths | 0.04 | ns |
| Via count of the first global-routing pass | 220 | - |
| Clock root buffer master | clkbuf_4 | - |
| Synthesis warning total | 1 | - |
| Type of origin of the critical path | flop | - |
| End point of the critical path | cnt[1] | - |
| Number of synthesized flops with an enable pin | 0 | - |
| Clock tree from TritonCTS | built | - |
| Final period util | 0.920 | - |
| Ports | 5 | - |
| Met3 Resource Use GR | 0.00227 | - |
| Unrepaired setup endpoints after global routing | no | - |
| Number of inserted diodes | 0 | - |
| Launch point of the worst reg-to-reg path | add_sub_flag | - |
| Initial antenna violation count | 0 | - |
| Cell Area, Synth | 256 | µm² |
| Layout cell share with drive strength beyond 1 | 0.250 | - |
| Number of filler cells placed in the layout | 396 | - |
| Library cell with the highest instance count after synthesis | dfrtp_1 | - |
| Top flip-flop cell by instance count after synthesis | dfrtp_1 | - |
| Most frequent cells after synthesis | 6 x dfrtp_1, 3 x o21ai_0, 2 x nand2_1 | - |
| IR Drop Worst-Case VDD | 0.000294 | V |
| # Max-Cap Violations | 0 | - |
| Max-area cell share | 0.585 | - |
| Result of the run | finished, final reports clean | - |
| Data required time at the worst endpoint | 1.33 | ns |
| Avg Vias per Cell | 2.71 | - |
| Critical Path Source | add_sub_flag | - |
| Routed wire length | 504 | µm |
| H-tree lvl count | 1 | - |
| Clock net sink count | 6 | - |
| Log Warnings | 25 | - |
| Busiest layer in global routing | met2 | - |
| Die boundary height | 80 | µm |
| Placed insts | 74 | - |
| Cells in synth_stat.txt | 22 | - |
| Synthesis-to-layout area growth | 54.6 | % |
| Placed wire-length estimate | 394 | µm |
| Clock skew after layout | 0.00203 | ns |
| Worst setup path category | reg2reg | - |
| Final cell utilization of the core | 0.116 | - |
| Maximum frequency from static timing analysis | 0.906 | GHz |
| Shortest clock period the worst path allows after layout | 1.10 | ns |
| Number of detailed-routing iterations run before antenna repair | 2 | - |
| Power density over the cells | 2270 | mW/mm² |
| Final setup viols | 0 | - |
| Vias post-DR | 211 | - |
| Count of input and output buffers | 4 | - |
| Slew at the pin with the worst max-slew slack | 0.267 | ns |
| Worst hold-check slack | 0.237 | ns |
| Path category of the worst min-delay check | in2async | - |
| Area enclosed by the die boundary | 0.00640 | mm² |
| Cell type with the highest aggregate area in the netlist | dfrtp_1 | - |
| Instance count of the mapped netlist | 22 | - |
cells in the final DEF, fill, tap and decap left out:
cell             instances
clkbuf_4                 3
a21oi_1                  1
nor2_2                   1
dfrtp_1                  6
a21o_1                   1
o31ai_1                  1
ha_1                     1
nand3_1                  1
xnor2_1                  1
nand2b_1                 1
mux2_2                   1
buf_4                    3
clkdlybuf4s50_1          2
nand2_1                  2
o21ai_1                  1
a311oi_1                 1
dlygate4sd2_1            2
o21ai_0                  3
through the flow:
stage	setup slack [ns]	total power, mW	cell area, µm²
floorplan	0.154	0.573	256
global placement	-0.0804	0.713	369
detailed placement	-0.0982	0.728	369
CTS	0.0969	0.922	397
global route	0.0142	0.990	397
finish	0.0963	0.901	397
metal layers:
metal / vias to the layer above / share of wire
li1: 102 / -
met1: 105 / 0.41
met2: 2 / 0.55
met3: 2 / 0
met4: 0 / 0.038
met5: - / 0
worst max-delay path, cell delays in order (launching register included):
cell     delay [ns]
dfrtp_1        0.37
buf_4          0.14
nor2_2         0.14
mux2_2         0.34
worst min-delay path by stage:
| stage | from | endpoint | slack [ns] |
|---|---|---|---|
| 4_1_cts | rst | cnt[3] | 0.24 |
| 5_1_grt | rst | cnt[3] | 0.25 |
| 6_report | rst | cnt[3] | 0.24 |
flip-flops by register name, summed over array words and instances (netlist names):
| signal | cells |
|---|---|
| add_sub_flag | 1 |
| bfly_mul_en | 1 |
| cnt | 4 |
power by group:
group	switching, mW	total, mW	internal (mW)
Sequential	0.0824	0.388	0.306
Combinational	0.133	0.331	0.198
Clock	0.0693	0.182	0.113
Total	0.284	0.901	0.617
final cells by class:
type,count,area [µm²],share of cell area
Clock buffer,3,22.5,0.0568
Multi-Input combinational cell,16,106,0.268
Sequential cell,6,150,0.379
Tap cell,46,57.6,0.145
Timing Repair Buffer,7,60.1,0.151
kinds of logic (layout without fill, tap and decap cells):
kind of cell / Yosys count / in the layout / share of synthesized area
AND-OR/OR-AND: 8 / 8 / 0.190
XOR/XNOR: 1 / 1 / 0.0342
adder cells (fa/ha/maj): 1 / 1 / 0.0488
buffers and inverters: 0 / 10 / 0
flip-flops: 6 / 6 / 0.585
multiplexers: 1 / 1 / 0.0439
AND/OR/NAND/NOR: 5 / 5 / 0.0976
repair_timing:
item	4_1_cts	5_1_grt
resized	2	0
endpoints found under the setup margin	2	0
setup buffers	1	0
No activity file was given, so power comes from the tool's default toggle rates.
